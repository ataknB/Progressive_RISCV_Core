<file path="./config.mk">
export PLATFORM = sky130hd
export DESIGN_NAME = Decoder
export DESIGN_NICKNAME = Decoder
export VERILOG_FILES = /design/flow/design.v
export SDC_FILE = /design/flow/constraint.sdc
export NUM_CORES = 4
export LEC_CHECK = 1
export CORE_AREA = 10 10 73 73
export DIE_AREA = 0 0 83 83
</file>
<file path="./constraint.sdc">
current_design Decoder

set clk_period 5.2
set clk_io_pct 0.2

create_clock -name clk0 -period $clk_period

set non_clock_inputs [all_inputs -no_clocks]
set_input_delay [expr $clk_period * $clk_io_pct] -clock clk0 $non_clock_inputs
set_output_delay [expr $clk_period * $clk_io_pct] -clock clk0 [all_outputs]
</file>
<file path="./design.v">
module Decoder(
    input logic [31:0]Instr_i,
    output logic [4:0]rs1_o,
    output logic [4:0]rs2_o,
    output logic [4:0]rd,
    output logic [6:0]op_code_o,
    output logic [2:0]funct3,
    output logic [6:0]funct7,
    output logic [31:0]imm_o
);  
    assign op_code_o = Instr_i[6:0];
    assign funct3 = Instr_i[14:12];
    always_comb begin 
        casez(op_code_o)
            7'b00z_0011:begin
                rd = Instr_i[11:7];
                rs1_o = Instr_i[19:15];
                rs2_o = 0;
                imm_o = {{20{Instr_i[31]}} , Instr_i[31:20]};
                funct7 = 0;
            end
            7'b010_0011:begin
                rd = 0;
                rs1_o = Instr_i[19:15];
                rs2_o = Instr_i[24:20];
                imm_o = {20'd0 , Instr_i[31:25] , Instr_i[11:7]};
                funct7 = 0;
            end
            7'b011_0011:begin
                rd = Instr_i[11:7];
                rs1_o = Instr_i[19:15];
                rs2_o = Instr_i[24:20];
                imm_o = 0;
                funct7 = Instr_i[31:25];
            end
            7'b110_0011:begin
                rd = 0;
                rs1_o = Instr_i[19:15];
                rs2_o = Instr_i[24:20];
                imm_o = {{20{Instr_i[31]}} , Instr_i[7] , Instr_i[30:25] , Instr_i[11:8] , 1'b0};
                funct7 = 0;
            end
            7'b011_0111:begin
                rd = Instr_i[11:7];
                rs1_o = 0;
                rs2_o = 0;
                imm_o = {Instr_i[31:12] , 12'd0};
                funct7 = 0;
            end
            7'b110_1111:begin
                rd = Instr_i[11:7];
                rs1_o = 0;
                rs2_o = 0;
                imm_o = {{12{Instr_i[31]}} , Instr_i[19:12] , Instr_i[20] , Instr_i[30:21] , 1'd0};
                funct7 = 0;
            end
            7'b001_0111:begin
                rd = Instr_i[11:7];
                rs1_o = 0;
                rs2_o = 0;
                imm_o = {Instr_i[31:12] , 12'd0};
                funct7 = 0;
            end
            default:begin
                rd = 0;
                rs1_o = 0;
                rs2_o = 0;
                imm_o = 0;
                funct7 = 0;
            end
        endcase
    end
endmodule
</file>
<file path="./run.sh">
#!/bin/bash
# OpenROAD 26Q1-2900-gdf79404cd8, Yosys 0.63+post, stock flow scripts
make -C /OpenROAD-flow-scripts/flow DESIGN_CONFIG=/design/flow/config.mk WORK_HOME=/design/flow/orfs finish
</file>
==> impl_metrics.py <==
# Physical implementation metrics
metrics = {
    "place": {
        "hpwlAfterDp_um": 3480,
        "portBuffers": 96,
        "routabilityCongestion": 0.828,
        "dp.cells": 247,
    },
    "setup_path": {
        "cpMostUsedCell": "clkdlybuf4s50_1",
        "crit_arrival_ns": 3.50,
        "cp_cell_sequence": "clkdlybuf4s50_1 > nand4bb_1 > nor2_1 > a211o_1 > clkdlybuf4s50_1",
        "path_class": "input pin to output pin",
        "worstSetupPathDepth": 5,
        "critical-path-top-delay-family": "simple AND/OR/NAND/NOR gates",
        "critPathCaptureType": "output pin",
        "startpoint": "Instr_i[2]",
        "max_stage_delay_ns": 0.65,
        "worstSetupEndpoint": "imm_o[23]",
        "cp-start-kind": "input pin",
        "critPathMaxFanout": 12,
        "cp.required_ns": 4.16,
        "cpMaxStageDelayCell": "nor2_1",
        "cp_num_buf_inv": 2,
    },
    "floorplan": {
        "die_h_um": 83,
        "die_x_um": 83,
        "fp.dieArea_um2": 6890,
        "coreArea_um2": 3740,
        "io_pins": 96,
        "initCoreUtil_pct": 22.5,
        "floorplan.rows": 22,
    },
    "final_timing": {
        "finalCriticalPeriod_ns": 4.54,
        "maxSlewHeadroom_pct": 55.3,
        "worstMarginPinSlew_ns": 0.668,
        "setup_violations": 0,
        "rsz0062_at_grt": "no",
        "hold_viol": 0,
        "fmax_ghz": 0.220,
        "setup_tns_ns": 0,
        "finalCritPeriodShare_pct": 87.4,
        "final_max_slew_viol_count": 0,
    },
    "yosys": {
        "syn-cell-area_um2": 843,
        "ys_chip_area_um2": 843,
        "syn_inst": 120,
        "synth_area_per_cell_um2": 7.03,
        "ys_types": 38,
        "synth_seq_share_pct": 0,
        "synth_warnings": 1,
        "ys_cells": 120,
    },
    "drt": {
        "drtPass1Iterations": 4,
        "routed_wl_um": 4070,
        "antenna_cells": 0,
        "vias": 1173,
        "postRouteAntennaNets": 0,
        "via_per_inst": 4.75,
        "routedWlPerCell_um": 16.5,
        "drc_errors": 0,
        "drt_iter0_markers": 61,
    },
    "pwr": {
        "p_switching_uw": 27.4,
        "comb_power_share_pct": 100.0,
        "power_uw": 73.5,
        "power_per_cell_area_nw_per_um2": 41.9,
        "peakVddDrop_mv": 0.0250,
        "seqPwrFrac_pct": 0,
        "leakage_nw": 0.765,
        "switching_share_pct": 37.3,
        "p_clk_share_pct": 0,
        "p_int_uw": 46.1,
    },
    "clock_tree": {
        "cts_setup_buffers": 0,
        "cts_resized": 0,
        "hold_buffers": 0,
    },
    "global_route": {
        "grt_pass1_wl_um": 6560,
        "grt_usage_pct": 11.0,
        "grt_pass1_vias": 1240,
        "grt-ovfl-total": 0,
        "grt_max_degree": 15,
        "antenna_found_initial": 0,
    },
    "hold_path": {
        "min_path_type": "input pin to output pin",
    },
    "run_status": {
        "status": "complete, no violations",
    },
    "layout": {
        "nClkBuffers": 0,
        "areaGrowthSynthToFinish_pct": 108,
        "ff_latch_area_um2": 0,
        "lay_top_cells": "clkdlybuf4s50_1, and2_1, a211o_1, nor2_1",
        "layout_top_cell": "clkdlybuf4s50_1",
        "flops": 0,
        "final_cells": 247,
        "drive_above_1_share_pct": 5.03,
    },
    "flow_run": {
        "tool_warnings": 32,
        "cap_viol_max_count": 0,
    },
}
[layer usage]
layer | vias to the layer above | part of all wire (%) | GRT usage, %
met1 | 524 | 43 | 12.8
met4 | 0 | 0 | 0
met3 | 0 | 11 | 5.22
met2 | 60 | 46 | 18.7
met5 | - | 0 | 0
li1 | 589 | - | -
[how the worst min path moves through the flow]
stage         cells after the start        start   endpoint  slack [ns]
global route                      2  Instr_i[14]  funct3[2]        2.94
finish                            2  Instr_i[14]  funct3[2]        2.91
CTS                               2  Instr_i[14]  funct3[2]        2.92
[Yosys cell counts, drive strengths merged]
cell type / count / area, um2
nor4: 3 / 25.0
mux2i: 1 / 10.0
a211oi: 2 / 32.5
and2: 18 / 113
nand3b: 2 / 27.5
a2bb2oi: 1 / 8.76
o21ai: 1 / 5.00
a21o: 8 / 60.1
or3b: 2 / 17.5
and4b: 1 / 10.0
a21oi: 4 / 31.3
a2111oi: 1 / 15.0
nor2: 10 / 37.5
or2: 1 / 6.26
nand3: 1 / 5.00
o211ai: 1 / 7.51
a211o: 12 / 105
nand2b: 2 / 12.5
nand4bb: 1 / 11.3
buf: 18 / 124
or3: 1 / 11.3
o22ai: 1 / 6.26
a21boi: 4 / 30.0
xor2: 1 / 8.76
a22o: 4 / 35.0
o21a: 1 / 7.51
nor4b: 1 / 8.76
nand4b: 1 / 8.76
clkbuf: 1 / 3.75
nand2: 8 / 30.0
inv: 5 / 18.8
nor3: 2 / 10.0
[power groups by stage]
stage	Clock, mW	Sequential (mW)	Combinational (mW)
after CTS	0	0	0.0744
after global routing	0	0	0.0805
final	0	0	0.0735
[cells by family after synthesis]
logic type                synth area share (%)
xor gates and xnor gates                  1.04
muxes                                     1.19
buffers and inverters                     17.4
and+or+nand+nor                           39.6
AOI/OAI and AO/OA                         40.8
[cell type report]
type | count | area (um2)
Multi-Input combinational cell | 96 | 697
Timing Repair Buffer | 98 | 976
Tap cell | 48 | 60.1
Fill cell | 379 | 1990
Inverter | 5 | 18.8
[per-stage QoR]
stage | area, um2 | utilization [%] | worst slack, ns | hold slack [ns]
finish | 1750 | 46.8 | 0.657 | 2.91
detailed placement | 1750 | 46.8 | 0.644 | 2.91
floorplan | 843 | - | 2.19 | 2.13
global placement | 1750 | 46.8 | 0.699 | 2.92
global route | 1750 | 46.8 | 0.423 | 2.94
CTS | 1750 | 46.8 | 0.649 | 2.92
Power is estimated from default activity; no workload was simulated.
