==> flow/design.v <==
module ALU #(  
    parameter ALU_OP = 16
    )(
    input logic [31:0]src1_i,
    input logic [31:0]src2_i,
    input logic [4:0]ALU_op_i,
    output logic [31:0]result_o,
    output logic branch_feedback_o
); 
    always_comb begin
        case(ALU_op_i)
            5'd0:begin
                result_o = src1_i + src2_i;
                branch_feedback_o = 0;
            end
            5'd1:begin
                result_o = src1_i - src2_i;
                branch_feedback_o = 0;
            end
            5'd2:begin
                result_o = src1_i << $unsigned(src2_i[4:0]);
                branch_feedback_o = 0;
            end
            5'd3:begin
                result_o = src1_i >> $unsigned(src2_i[4:0]);
                branch_feedback_o = 0;
            end
            5'd4:begin
                result_o = $signed(src1_i) >>> $unsigned(src2_i[4:0]);
                branch_feedback_o = 0;
            end
            5'd5:begin
                branch_feedback_o = 0;
                result_o ={31'd0 ,  $signed(src2_i) > $signed(src1_i)};
            end
            5'd6:begin
                result_o = {31'd0 , ($unsigned(src2_i) > $unsigned(src1_i))};
                branch_feedback_o = 0;
            end
            5'd7:begin
                result_o = src1_i ^ src2_i;
                branch_feedback_o = 0;
            end
            5'd8:begin
                result_o = src1_i | src2_i;
                branch_feedback_o = 0;
            end
            5'd9:begin
                result_o = src1_i & src2_i;
                branch_feedback_o = 0;
            end
            5'd10:begin
                result_o = 0;
                branch_feedback_o = (src1_i == src2_i);
            end
            5'd11:begin
                result_o = 0;
                branch_feedback_o = (src1_i != src2_i);
            end
            5'd12:begin
                result_o = 0;
                branch_feedback_o = ($signed(src1_i) < $signed(src2_i));
            end
            5'd13:begin
                result_o = 0;
                branch_feedback_o = ($signed(src1_i) >= $signed(src2_i));
            end
            5'd14:begin
                result_o = 0;
                branch_feedback_o = ($unsigned(src1_i) < $unsigned(src2_i));
            end
            5'd15:begin
                result_o = 0;
                branch_feedback_o = $unsigned(src1_i) >= $unsigned(src2_i);
            end
            default:begin
                result_o = 0;
                branch_feedback_o = 0;
            end
        endcase
    end
endmodule
==> flow/run.sh <==
#!/bin/bash
# OpenROAD 26Q1-2900-gdf79404cd8, Yosys 0.63+post, stock flow scripts
make -C /OpenROAD-flow-scripts/flow DESIGN_CONFIG=/design/flow/config.mk WORK_HOME=/design/flow/orfs finish
==> flow/config.mk <==
export PLATFORM = sky130hd
export DESIGN_NAME = ALU
export DESIGN_NICKNAME = ALU
export VERILOG_FILES = /design/flow/design.v
export SDC_FILE = /design/flow/constraint.sdc
export NUM_CORES = 4
export LEC_CHECK = 1
export CORE_UTILIZATION = 30
==> flow/constraint.sdc <==
current_design ALU

set clk_period 25.1
set clk_io_pct 0.2

create_clock -name clk0 -period $clk_period

set non_clock_inputs [all_inputs -no_clocks]
set_input_delay [expr $clk_period * $clk_io_pct] -clock clk0 $non_clock_inputs
set_output_delay [expr $clk_period * $clk_io_pct] -clock clk0 [all_outputs]
==> run_results.csv <==
group,metric,value,unit
synthesis,yosysSeqAreaShare,0,%
grt,grtUsageTotal,25.6,%
sta,fin_tns_setup,0,ns
synthesis,syn_avg_cell_area,6.78,sq um
synthesis,syn-cell-area,0.00937,sq mm
synthesis,synth_cells,1382,
drt,drt_iter0_drc,1267,
final_layout,flop_area,0,sq um
clocking,cts-resized-gates,0,
placement,io_buffers,102,
drt,drc,0,
drt,detail-route-antenna-nets,0,
worst_hold_path,hold_path.class,"primary input to output port",
floorplanning,ios,102,
power_and_ir_drop,combPwrFrac,100.0,%
synthesis,yosys_area,0.00937,sq mm
power_and_ir_drop,ir_drop,0.00681,mV
drt,diodes,0,
synthesis,ys_types,90,
sta,fin_crit,14.78,ns
power_and_ir_drop,p_switching,133,uW
sta,slew_headroom,48.2,%
floorplanning,die_h,179,microns
critical_path,worst_path_max_delay_cell,"ha_1",
power_and_ir_drop,power.leakage,4.45,nW
final_layout,final_core_util,34.4,%
sta,setup-violations-final,0,
run,tool_warnings,128,
power_and_ir_drop,swShare,60.7,%
drt,wl_per_cell,22.5,microns
clocking,ctsHoldBuffers,0,
power_and_ir_drop,p_seq_share,0,%
synthesis,yosys-stat-cells,1382,
final_layout,clock_buffer_count,0,
critical_path,start_kind,"primary input",
grt,gr-total-overflow,0,
power_and_ir_drop,powerDensity,20.8,mW/mm^2
run,maxCapViolCount,0,
placement,dp_hpwl,32100,microns
drt,drt_first_pass_iters,8,
critical_path,path_cells,"clkdlybuf4s50_1 > buf_4 > clkinv_1 > ha_1 > o211ai_1 > a21oi_1 > a21oi_1 > a21oi_1 > or3_1 > a31oi_1 > o21bai_1 > o311a_1 > o32ai_2 > clkdlybuf4s50_1",
power_and_ir_drop,p_int,86.0,uW
sta,rsz0062_at_grt,"no",
grt,antenna_found_initial,0,
critical_path,cp_data_arrival_time,9.76,ns
floorplanning,die_width,179,microns
clocking,post_cts_buffers,0,
floorplanning,die_area,0.0319,sq mm
sta,worst_pin_slew,0.777,ns
grt,grt_max_degree,77,
drt,num_vias,10990,
status,status,"finished, final reports clean",
critical_path,worst-setup-path-type,"primary input to output port",
drt,avgViaCountPerCell,6.11,
critical_path,cp.required,20.08,ns
critical_path,cp_top_family,"buffers and inverters",
final_layout,syn2layout_area_growth,12.5,%
critical_path,path_common_cell,"a21oi_1",
sta,hold_viol,0,
floorplanning,rows,64,
critical_path,crit_buf_inv,4,
floorplanning,initial_core_util,30.5,%
critical_path,critical_path.max_stage_delay,0.61,ns
placement,routabilityCongestion,1.04,
sta,min_period_over_period,58.9,%
grt,grt_pass1_vias,10286,
critical_path,crit_path_end_kind,"output port",
power_and_ir_drop,clkPwrFrac,0,%
synthesis,synth.yosys.warnings,1,
sta,maxSlewViolCount,0,
sta,max_freq,0.0677,GHz
critical_path,crit_fanout,45,
grt,grt_pass1_wl,61200,microns
final_layout,flop-count,0,
final_layout,drive_gt1_share,7.77,%
floorplanning,coreArea,0.0307,sq mm
drt,wl,40400,microns
final_layout,final_cell_mix,"nor2_1 (137), a21oi_1 (137), ha_1 (128)",
## kinds of logic (layout without fill, tap and decap cells)
logic type	count (synthesis)	after routing	synth area share (%)
compound gates	521	521	37.6
simple gates	406	406	20.0
mux	112	112	15.0
buf+inv	207	228	9.31
fa+ha+maj	130	130	17.5
xor+xnor	6	6	0.561
## metal layers
| metal | wire length [microns] | track usage, % | vias up | part of all wire [%] |
|---|---|---|---|---|
| li1 | - | - | 5177 | - |
| met3 | 3710 | 4.52 | 52 | 9.2 |
| met2 | 17400 | 38.5 | 522 | 43 |
| met1 | 18200 | 37.9 | 5239 | 45 |
| met5 | 0 | 0 | - | 0 |
| met4 | 1110 | 5.97 | 0 | 2.7 |
## path summary, 6_finish.rpt
| check | start | end | slack, ns | cells after the start |
|---|---|---|---|---|
| max | src2_i[4] | result_o[29] | 10.32 | 14 |
| min | src2_i[3] | result_o[3] | 11.08 | 7 |
## through the flow
stage | total power [mW] | std cells | setup slack, ns | hold slack, ns | area, sq um
floorplan | 0.137 | 1382 | 12.03 | 10.19 | 9370
global placement | 0.214 | 1799 | 10.47 | 11.10 | 10500
detailed placement | 0.213 | 1799 | 10.42 | 11.10 | 10500
CTS | 0.215 | 1799 | 10.40 | 11.10 | 10500
global route | 0.237 | 1799 | 10.00 | 11.15 | 10500
finish | 0.219 | 1799 | 10.32 | 11.08 | 10500
## cell usage after synthesis, types with 14 or more instances
master    instances  area (sq um)
a211oi_1         18           135
a21o_1           18           135
a21oi_1         137           686
a221oi_1         14           123
a22oi_1          17           128
buf_2            16          80.1
clkbuf_1         61           229
ha_1            128          1600
inv_1           104           390
mux2_2           26           293
mux2i_1          63           631
mux4_2           20           450
nand2_1         124           465
nand3_1          26           130
nor2_1          137           514
nor2b_1          17           106
nor3_1           40           200
o211ai_1         20           150
o21ai_0          96           480
o21bai_1         23           173
o22ai_1          26           163
## power by group through the flow
stage	combinational, mW	sequential [mW]	clock (mW)
finish	0.219	0	0
global route	0.237	0	0
CTS	0.215	0	0
## area by class of cell
type / count / area [sq um]
fill: 3279 / 20100
inverter: 106 / 398
multi-input combinational: 1175 / 8500
tap: 396 / 495
timing repair buffer: 122 / 1150
No activity file was given, so power comes from the tool's default toggle rates.
